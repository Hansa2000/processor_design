## flow/design.v

```verilog
module RegisterFile (
    input wire clk,              
    input wire reset,            
    input wire [4:0] reg1_addr,  
    input wire [4:0] reg2_addr,  
    input wire [4:0] write_reg_addr,  
    input wire write_enable,    
    input wire [31:0] write_data,  
    output wire [31:0] reg1_out,  
    output wire [31:0] reg2_out  
);
     reg [31:0] registers [0:31];  
    always @(posedge clk or negedge reset) begin
        if (!reset) begin
            for (int i = 0; i <= 31; i = i + 1) begin
                registers[i] <= 32'h00000000;
            end
        end else if (write_enable) begin
            registers[write_reg_addr] <= write_data;
        end
    end
    assign reg1_out = (reg1_addr == 0) ? 32'h00000000 : registers[reg1_addr];    
    assign reg2_out = (reg2_addr == 0) ? 32'h00000000 : registers[reg2_addr];
endmodule
```

## flow/run.sh

```bash
#!/bin/bash
# OpenROAD 26Q1-2900-gdf79404cd8, Yosys 0.63+post, stock flow scripts
make -C /OpenROAD-flow-scripts/flow DESIGN_CONFIG=/design/flow/config.mk WORK_HOME=/design/flow/orfs finish
```

## flow/config.mk

```make
export PLATFORM = sky130hd
export DESIGN_NAME = RegisterFile
export DESIGN_NICKNAME = RegisterFile
export VERILOG_FILES = /design/flow/design.v
export SDC_FILE = /design/flow/constraint.sdc
export NUM_CORES = 4
export LEC_CHECK = 1
export CORE_UTILIZATION = 50
```

## flow/constraint.sdc

```tcl
current_design RegisterFile

set clk_period 16.5
set clk_io_pct 0.2

create_clock -name clk0 -period $clk_period [get_ports {clk}]

set non_clock_inputs [all_inputs -no_clocks]
set_input_delay [expr $clk_period * $clk_io_pct] -clock clk0 $non_clock_inputs
set_output_delay [expr $clk_period * $clk_io_pct] -clock clk0 [all_outputs]
```

==> flow_summary.yaml <==
# generated from flow reports
synth:
  edf_count: 0
  dominantRegCellSynth: "dfrtp_1"
  ys_seq_share_pct: 50.4
  synth_warnings: 2
  ys_sh_simple_pct: 6.56
  async_flop_share_pct: 100
  aoi_share_pct: 16.2
  ys_ff: 992
  synth_top_cell_by_count: "dfrtp_1"
  netlist_top_cells_area: "dfrtp_1, mux2_2, a22oi_1, buf_2, a21oi_1"
  synthAdderAreaFrac_pct: 0
  synth.top_cell.area_share_pct: 50.4
  logic_family: "multiplexers"
  synth_area_leader_cell: "dfrtp_1"
  mux_share_pct: 23.1
  syn_area_mm2: 0.0493
  syn_inst: 4182
  synth-xor-area-share_pct: 0
  ys_types: 59
  ys_cells: 4182
  common_cells: "dfrtp_1, mux2_2, a22oi_1"
  ys_area_mm2: 0.0493
  syn_area_per_cell_um2: 11.8
sta:
  maxSlewViolCount: 0
  finalHoldViolations: 0
  relSlewSlack_pct: 23.0
  setup_viol: 0
  finalClockPeriodUsage_pct: 67.8
  setup_ws_ns: 5.31
  worstMarginPinSlew_ns: 1.15
  fin_crit_ns: 11.19
  setup-tns-final_ns: 0
  skew_ns: 0
  rsz0062_at_grt: "false"
  fmax_mhz: 89.4
setup_path:
  path_buffers: 4
  start_kind: "input pin"
  worst_r2r_endpoint: "registers[1][17]"
  worstPathMaxFanout: 25
  worst-path-stages: 10
  critPathCapture: "reg1_out[12]"
  r2r_start: "registers[1][17]"
  crit_required_ns: 13.20
  cpMaxStageDelayCell: "nor2_4"
  critPathKind: "in -> out"
  endpoint_kind: "output pin"
  critPathArrivalTime_ns: 7.89
  max_stage_delay_ns: 0.81
  crit_start: "reg1_addr[1]"
  worstRegToRegCells: 1
  r2r_setup_slack_ns: 15.59
  path_cells: "clkdlybuf4s50_1 > buf_4 > nand2_1 > nor2_4 > buf_4 > a22oi_1 > nand4_1 > nor2_1 > a31oi_1 > clkdlybuf4s50_1"
  cpLargestDelayFamily: "buffers and inverters"
clocking:
  clk_pin_slew_ns: 0.06
  worstSkewPairLatency_ns: 0.70
  cts_tree: "built"
  cts-root-buf: "clkbuf_16"
  numCtsBuffers: 105
  cts_buffer_depth: 3
  htreeDepth: 3
  post_cts_buffers: 0
  cts.sinks: 992
  cts-resized-gates: 0
  cts-hold-fix-buffers: 0
drt:
  route.vias.total: 42800
  wl_met2_um: 97400
  drc: 0
  wire_per_inst_um: 44.5
  met1_length_um: 84500
  top_layer: "met5"
  drt-total-wl_um: 247000
  drt_iter0_markers: 6066
  firstDrtPassIters: 9
  ant_nets: 0
  viasPerCell: 7.72
  wl_met3_um: 42900
flow_run:
  cap_violations: 0
  tool_warnings: 25
layout:
  area_delta_synth_final_pct: 13.4
  fin_util_pct: 57.6
  nFillCells: 8013
  drive_gt1_share_pct: 34.1
  largest_reg_flops: 992
  fin_cells: 5542
  top_regs: "registers x992"
  regMostFlops: "registers"
global_routing:
  antenna_found_initial: 12
  grt.total_usage_pct: 52.1
  grt_max_degree: 88
  grt_pass1_wl_um: 337000
  overflow: 0
  grt_pass1_vias: 41500
place:
  place_hpwl_um: 142000
  place_worst_setup_slack_ns: 5.60
  routabilityCongestion: 1.04
  placed_cells: 5342
  io_buffers: 113
floorplanning:
  fp_util_pct: 50.8
  rows: 114
  pin_count: 114
  fp.dieArea_mm2: 0.0999
  core-area_mm2: 0.0971
  die_w_um: 316
  die_h_um: 316
run_status:
  status: "finished clean"
power:
  powerDensity_mw_per_mm2: 123
  peakVddDrop_uv: 90.8
  p_leak_nw: 24.1
  finalPower_mw: 6.87
min_path:
  hold_class: "reg -> reg"
## cells in the final DEF (no fill, tap or decap), drive strengths merged, types with 6 or more instances in the layout
master and count:
mux2 993, dfrtp 992, a22oi 781, buf 198, nand2 187, a21oi 159
clkbuf 153, nor2 138, clkdlybuf4s50 108, nand4 107, nor3 68, nand3 64
a222oi 42, a221oi 24, a31oi 24, nor4 19, clkinv 19, mux2i 15
a22o 15, nand2b 14, bufinv 13, nor2b 13, diode 12, o21ai 12
and3 12, nand3b 9, inv 7, a2111oi 6, a32oi 6
## layout make-up
type / instances / area (um^2) / share of cell area (%)
flip-flops and latches: 992 / 24800 / 44.4
multi-input cells: 2763 / 23200 / 41.4
clock buffers: 153 / 3170 / 5.68
repair buffers: 306 / 2570 / 4.60
well taps: 1276 / 1600 / 2.86
clock inverters: 35 / 522 / 0.933
diodes: 12 / 30.0 / 0.0537
inverters: 5 / 18.8 / 0.0336
## metrics by stage
stage / hold slack, ns / area [um^2]
2_1_floorplan: 0.480 / 49300
3_3_place_gp: 0.502 / 52200
3_5_place_dp: 0.509 / 52200
4_1_cts: 0.527 / 55900
5_1_grt: 0.547 / 55900
6_report: 0.531 / 55900
## worst min path at each step
stage	start	endpoint	slack, ns	cells after the start
CTS	registers[14][12]	registers[14][12]	0.53	1
global route	registers[16][5]	registers[16][5]	0.55	1
finish	registers[3][6]	registers[3][6]	0.53	1
## metal layers
| layer | up-vias | global-route usage [%] |
|---|---|---|
| met5 | - | 1.52 |
| met4 | 22 | 30.0 |
| met3 | 1442 | 32.7 |
| met2 | 4048 | 67.8 |
| met1 | 21200 | 67.1 |
| li1 | 16100 | - |
## cells by family after synthesis
group | Yosys count
muxes | 1010
DFF | 992
AOI/OAI and AO/OA | 1097
and+or+nand+nor | 656
buffers and inverters | 427
## power breakdown
group          internal [mW]  switching (mW)  leakage (nW)  total, mW
Sequential              2.90           0.466          12.7       3.37
Combinational          0.500           0.442          9.62      0.942
Clock                   1.53            1.03          1.83       2.56
Power figures rest on the tool's default switching activity, not on a simulated workload.
